--- flow/run.sh ---
#!/bin/bash
# OpenROAD 26Q1-2900-gdf79404cd8, Yosys 0.63+post, stock flow scripts
make -C /OpenROAD-flow-scripts/flow DESIGN_CONFIG=/design/flow/config.mk WORK_HOME=/design/flow/orfs finish
--- flow/config.mk ---
export PLATFORM = sky130hd
export DESIGN_NAME = NibbleSwapper
export DESIGN_NICKNAME = NibbleSwapper
export VERILOG_FILES = /design/flow/design.v
export SDC_FILE = /design/flow/constraint.sdc
export NUM_CORES = 4
export LEC_CHECK = 1
export CORE_AREA = 10 10 70 70
export DIE_AREA = 0 0 80 80
--- flow/constraint.sdc ---
current_design NibbleSwapper

set clk_period 1.0
set clk_io_pct 0.2

create_clock -name clk0 -period $clk_period [get_ports {clk}]

set non_clock_inputs [all_inputs -no_clocks]
set_input_delay [expr $clk_period * $clk_io_pct] -clock clk0 $non_clock_inputs
set_output_delay [expr $clk_period * $clk_io_pct] -clock clk0 [all_outputs]
--- flow/design.v ---
module NibbleSwapper (
    input  wire       clk,
    input  wire       rst,
    input  wire       swap,
    input  wire [7:0] data_in,
    output reg  [7:0] data_out
);
    always @(posedge clk or posedge rst) begin
        if (rst)
            data_out <= 8'b0;
        else if (swap)
            data_out <= {data_in[3:0], data_in[7:4]};
        else
            data_out <= data_in;
    end
endmodule
==> design notes <==
The flow ran to the end, and the final reports show no timing, DRC or antenna violations. The type of the worst setup path was flip-flop to primary output. The class of the worst hold path is input pin to asynchronous set/reset pin. The run gives 0.682% for the global routing usage on met3.

The run gives 9.82% for the floorplan-stage core utilization. Endpoints failing hold in the final report were tallied at 0. Per the final report, max-transition violations number 0. Recorded from the global router log, the overflow total was 0. Setup repair after global routing left no endpoint under its margin.

The vertical die dimension reported for this design is 80 um. The worst slew slack as a fraction of its limit is 80.6%. The main area contributors are dfrtp_1, mux2_4, buf_6, inv_1. Looking at the critical path, the single cell with the biggest stage delay is dfrtp_1. The tools report the core area as 3420 um2. The largest driver fanout on the critical path works out to 1. The root buffer cell chosen for the clock tree is clkbuf_4. Cells fill 16.8% of the core in the end. In the post-route analysis, the smallest setup slack over all paths is 0.0259 ns. The number of distinct standard cells referenced by the synthesized netlist was 4; the number of nets with antenna violations after detailed routing was 0.

The number of synthesized flops with an enable pin came out at 0. The layout overhead on the synthesized area is 70.9%. For the maximum level of the CTS H-tree, the log shows 1. Counting I/O delays and the setup requirement, the final critical path takes 0.974 ns.

According to the floorplan log, the row count is 21. After floorplanning, the die was sized to cover 6400 um2. The combined buffer and inverter count along the critical path works out to 1. Global routing used 4.33% of the available met2 tracks. In the Yosys report, the sequential cells make up 59.7% of the chip area. Per the run summary, max-cap violations total 0. The analysis attributes to cell leakage a power of 0.261 nW.

The register with the most flip-flops in the layout has 8 of them. The tools report the number of hold-repair buffers added at the cts stage as 0. The kind of launch point of the worst setup path was a flip-flop. The measured slew at the worst slew-check pin came out at 0.291 ns. The tools report the fraction of met1 tracks used by global routing as 2.98%.

The number of cell instances after yosys synthesis came out at 18. The worst-case IR drop observed on VDD is 225 uV. The fmax was 1030 MHz; the pin count of the biggest net entering global routing was 9.

Counting tap cells, the placed design contains a total of 82 instances. With the number of design rule violations left after detail routing at 0, the Yosys warning count is 1. Average cell area after synthesis: 18.6 um2. The share of flip-flops with an asynchronous set or reset after synthesis was 100%; the count of port buffers added during placement was 18. After its last routability iteration, the placer logged a weighted congestion of 0.591.

Routed length per instance: 10.0 um. The tools report the boundary pin count as 19. Register bank with the most flops: data_out. After clock tree synthesis, the setup repair step added 0 buffers.

The leading register cell type out of synthesis was dfrtp_1. Timing analysis after detailed placement gives a worst setup slack of -0.290 ns. Per the finish-stage timing summary, setup violations number 0. Yosys reports a chip area of 335 um2.

On the critical path the largest part of the delay comes from flip-flops. The total tool warning count was 25. The initial antenna violation count was 0. The signal on the critical path passes through clkdlybuf4s15_1. The post-synthesis instance area was 335 um2. The data arrival time of the critical path was 0.77 ns.

The final worst hold slack is 0.197 ns. The global router reports that the layer with the highest usage is met2. After synthesis, the most frequently instantiated cells are dfrtp_1, mux2_4, buf_6, inv_1. The largest registers in the layout are data_out: 8 flops. In the post-route report, total wirelength is listed as 852 um.

The first-pass GRT wire length was 1340 um. With the number of global-route vias before repair at 279, the number of vias per cell after detailed routing is 2.56. The number of inserted diodes was 0; the number of storage elements in the synthesis netlist was 8. Looking at the worst setup and hold paths, the clock pins of their registers show a slew of 0.05 ns. CTS saw 8 sinks. The synthesized instance count is 18. TritonCTS built the clock tree.

From left edge to right edge, the die measures 80 um. Final cycle utilization of the critical path: 97.4%. Detailed-route iteration 0 reported a violation count of 0. Area share of the leading cell type in the synthesized netlist: 59.7%. The type of element capturing the critical path is a primary output. The script computed a power per unit cell area of 1250 nW/um2. Total global-route track usage over all layers is 2.61%. Delay of the slowest cell on the worst path: 0.35 ns. Per the detail_route report, the via count comes to 218. Number of inserted filler cells in the final layout: 392. Overall power consumption after layout is estimated at 0.000718 W. In this run, CTS created clock tree buffers numbering 3. The run gives 1 as the number of detailed-routing iterations run before antenna repair. Sorting the Yosys area breakdown by cell type puts at the top dfrtp_1. No sink is reached through more buffers than the 2 on the longest clock path. The critical path endpoint has a required time of 0.80 ns.

The layout summary lists the proportion of cells stronger than drive strength 1 as 46.2%. After the flow finishes, the layout carries non-filler instances totaling 85.
timing repair:
action	in CTS	in global routing
endpoints found under the setup margin	16	2
resized	21	2
endpoints found under the hold margin	0	0
final cells by class:
| cell class | instances | area (um2) | share of cell area [%] |
|---|---|---|---|
| Clock buffer | 3 | 22.5 | 3.93 |
| Inverter | 1 | 3.75 | 0.655 |
| Multi-Input combinational cell | 8 | 120 | 21.0 |
| Sequential cell | 8 | 200 | 34.9 |
| Tap cell | 46 | 57.6 | 10.0 |
| Timing Repair Buffer | 19 | 169 | 29.5 |
where the power goes:
part	leakage, nW	internal, W	switching [W]
clock	0.0138	0.000136	0.0000916
sequential	0.0932	0.000349	0.00000677
combinational	0.154	0.0000971	0.0000373
placed cells by master, fill, tap and decap left out:
| cell type | netlist | routed |
|---|---|---|
| dlygate4sd2_1 | 0 | 1 |
| buf_2 | 0 | 4 |
| clkdlybuf4s15_1 | 0 | 2 |
| mux2_4 | 8 | 8 |
| clkdlybuf4s50_1 | 0 | 9 |
| clkbuf_2 | 0 | 2 |
| dfrtp_1 | 8 | 8 |
| inv_1 | 1 | 1 |
| clkbuf_4 | 0 | 3 |
| buf_12 | 0 | 1 |
metrics by stage:
stage,cell area [um2],setup TNS (ns)
3_3_place_gp,582,-2.15
4_1_cts,583,0
3_5_place_dp,582,-2.28
5_1_grt,573,0
6_report,573,0
2_1_floorplan,335,0
cells by family after synthesis:
family	count (synthesis)	synth area share [%]
buf+inv	2	4.48
flops	8	59.7
mux	8	35.8
per-layer routing:
metal / vias up / wire, um
met3: 2 / 53
li1: 102 / -
met1: 105 / 326
met5: - / 0
met4: 0 / 27
met2: 9 / 445
final timing paths:
| kind | to | depth (start not counted) | slack (ns) | startpoint |
|---|---|---|---|---|
| setup / recovery | data_out[4] | 1 | 0.03 | data_out[4] |
| hold / removal | data_out[1] | 2 | 0.20 | rst |
| min in group clk0 | data_out[4] | 3 | 0.52 | swap |
| max in group asynchronous | data_out[6] | 2 | 0.58 | rst |
No activity file was given, so power comes from the tool's default toggle rates.
