===== flow/config.mk =====
export PLATFORM = sky130hd
export DESIGN_NAME = RotatorUnit
export DESIGN_NICKNAME = RotatorUnit
export VERILOG_FILES = /design/flow/design.v
export SDC_FILE = /design/flow/constraint.sdc
export NUM_CORES = 4
export LEC_CHECK = 1
export CORE_AREA = 10 10 72 72
export DIE_AREA = 0 0 82 82

===== flow/constraint.sdc =====
current_design RotatorUnit

set clk_period 1.0
set clk_io_pct 0.2

create_clock -name clk0 -period $clk_period [get_ports {clk}]

set non_clock_inputs [all_inputs -no_clocks]
set_input_delay [expr $clk_period * $clk_io_pct] -clock clk0 $non_clock_inputs
set_output_delay [expr $clk_period * $clk_io_pct] -clock clk0 [all_outputs]

===== flow/design.v =====
module RotatorUnit (
    input  wire       clk,
    input  wire       rst,
    input  wire       dir,        
    input  wire [7:0] data_in,
    input  wire       load,
    output reg  [7:0] data_out
);
    always @(posedge clk or posedge rst) begin
        if (rst)
            data_out <= 0;
        else if (load)
            data_out <= data_in;
        else if (dir)
            data_out <= {data_out[0], data_out[7:1]};   
        else
            data_out <= {data_out[6:0], data_out[7]};   
    end
endmodule

===== flow/run.sh =====
#!/bin/bash
# OpenROAD 26Q1-2900-gdf79404cd8, Yosys 0.63+post, stock flow scripts
make -C /OpenROAD-flow-scripts/flow DESIGN_CONFIG=/design/flow/config.mk WORK_HOME=/design/flow/orfs finish

==> results.rst <==
Flow metrics
------------

.. list-table::
   :header-rows: 1

   * - Metric
     - Value
   * - Actual transition at the worst max-transition pin
     - 0.308 ns
   * - Routing layer with the top usage in global route
     - met2
   * - Worst slack at placement
     - -0.249 ns
   * - Rel. slew slack
     - 0.794
   * - Classification of the worst setup path
     - reg -> out
   * - Unrepaired setup endpoints after global routing
     - no
   * - Path category of the worst min-delay check
     - in -> async
   * - Count of unresolved DRC violations after routing
     - 0
   * - Num CTS Buffers
     - 3
   * - Maximum number of pins on one net before global-route repair
     - 17
   * - Synthesized area divided by synthesized cell count
     - 10.8 um2
   * - Final count of negative-setup-slack endpoints
     - 0
   * - Vias per cell
     - 3.13
   * - Warning count from the yosys run
     - 1
   * - Ant diodes
     - 0
   * - Post-Route Setup TNS
     - 0 ns
   * - Vias in the first global route
     - 409
   * - CTS clk-pin slew, worst paths
     - 0.04 ns
   * - Worst Skew
     - 0.00237 ns
   * - Skew-Pair Late Insertion Delay
     - 0.23 ns
   * - Number of cells in the yosys synthesis report
     - 35
   * - Library cells used by synthesis
     - 6
   * - Fin. Hold Viols
     - 0
   * - Crit path arrival time
     - 0.76 ns
   * - Cell Count Post-Placement
     - 111
   * - TritonCTS clock tree
     - built
   * - Detailed placer's ending HPWL
     - 1020 um
   * - Routability-driven placement congestion ratio
     - 0.769
   * - Outcome
     - complete, no violations
   * - Crit start category
     - flop
   * - Routed Antenna Nets
     - 0
   * - Cell Area, Synth
     - 377 um2
   * - Endpoint required time on the critical path
     - 0.80 ns
   * - Gate count of the mapped netlist
     - 35
   * - Crit-path slowest cell
     - sky130_fd_sc_hd__dfrtp_1
   * - GR met3 Demand/Resource
     - 0.0176
   * - # Max-Cap Violations
     - 0
   * - Number of primary I/O pins
     - 20
   * - Fin worst setup slack
     - 0.0381 ns
   * - Cts hold-fix bufs
     - 0
   * - First-pass GRT wire length
     - 1860 um
   * - H-tree depth reported by CTS
     - 1
   * - Family with the most delay on the worst path
     - flip-flops
   * - VDD IR max
     - 0.000331 V
   * - CP peak stage delay
     - 0.37 ns
   * - Tool Warnings
     - 25
   * - Standard-cell rows
     - 22
   * - Share of the cycle needed by the critical path after routing
     - 0.962
   * - Number of buffers on the longest clock path
     - 2
   * - Met2 layer usage reported by global route
     - 0.0666
   * - Upper clock frequency limit
     - 1040 MHz
   * - Leakage dissipation
     - 0.337 nW
   * - Area of the core
     - 3690 um2
   * - Initial core utilization
     - 0.102
   * - Total cell area at the placement stage
     - 699 um2
   * - Post-route standard cell area excluding fillers
     - 708 um2
   * - Detailed router's first-iteration violation count
     - 27
   * - Total Die Area
     - 6720 um2
   * - Sequential fraction of the synthesis area
     - 0.532
   * - Number of iterations in the first detailed-routing pass
     - 2
   * - Clock period minus worst slack
     - 0.962 ns
   * - Sinks on Clock Net
     - 8
   * - Global Route met1 Usage
     - 0.0370
   * - Yosys synthesis chip area
     - 377 um2
   * - Mean routed wirelength per cell
     - 10.6 um
   * - Flip-flop and latch count after synthesis
     - 8
   * - Initial antenna violation count
     - 0
   * - Register with the most flip-flops
     - data_out
   * - Tally of buffers added on design ports
     - 19
   * - Total detailed-routing wirelength
     - 1210 um
   * - Height of the chip
     - 82 um
   * - Gr ovfl total
     - 0
   * - Count of buffering cells on the critical path with inverters included
     - 1
   * - Detailed-route via count
     - 357
   * - Post-synthesis to final-layout area growth
     - 88.0%
   * - Share of post-route cells with drive strength above 1
     - 0.318
   * - Chip width
     - 82 um
   * - Registers with the most flip-flops
     - data_out: 8 flops
   * - Cell Pwr Density
     - 1390 nW/um2
   * - Buffer type at the clock tree root
     - sky130_fd_sc_hd__clkbuf_8
   * - Number of flip-flops in the largest register
     - 8
   * - List of cells traversed by the critical path
     - clkdlybuf4s15_1
   * - Aggregate global-route resource usage
     - 0.0365
   * - Top fanout value on the critical path
     - 2
   * - Final max-slew violation count
     - 0
   * - Setup crit end kind
     - output pin
   * - Non-filler cells in the finished layout
     - 114
[cells by family (layout without fill, tap and decap cells)]
kind of cell           count (synthesis)  after routing  share of synthesized area
AOI/OAI and AO/OA                      8              8                      0.106
muxes                                  8              8                      0.213
DFF                                    8              8                      0.532
and+or+nand+nor                        8              8                     0.0797
buffers and inverters                  3             34                     0.0698
[worst register-to-register path, cell delays in order (launching register included)]
cell and delay [ns]:
sky130_fd_sc_hd__dfrtp_1 0.37, sky130_fd_sc_hd__buf_4 0.14, sky130_fd_sc_hd__mux2i_1 0.18, sky130_fd_sc_hd__o21ai_1 0.09
[worst paths after layout]
check                       startpoint          end  slack, ns  cells past startpoint
max                        data_out[6]  data_out[6]       0.04                      1
min                                rst  data_out[2]       0.22                      2
max reg2reg                data_out[3]  data_out[2]       0.11                      3
min reg2reg                data_out[6]  data_out[5]       0.65                      3
max in group asynchronous          rst  data_out[0]       0.54                      2
min in group clk0           data_in[5]  data_out[5]       0.53                      3
[synthesized netlist by cell type]
master,number,area share
sky130_fd_sc_hd__buf_6,2,0.060
sky130_fd_sc_hd__dfrtp_1,8,0.53
sky130_fd_sc_hd__inv_1,1,0.010
sky130_fd_sc_hd__mux2i_1,8,0.21
sky130_fd_sc_hd__nand2_1,8,0.080
sky130_fd_sc_hd__o21ai_1,8,0.11
[power by group]
part	internal (mW)	total, mW	switching [mW]
registers	0.359	0.376	0.0169
clock network	0.260	0.380	0.120
logic	0.146	0.226	0.0802
total	0.765	0.982	0.217
[cell type report]
cell class	instances	area, um2
Fill cell	407	2980
Timing Repair Buffer	30	253
Sequential cell	8	200
Multi-Input combinational cell	24	150
Tap cell	48	60.1
Clock buffer	3	41.3
Inverter	1	3.75
[metal layers]
metal | up-vias | wire length (um)
li1 | 180 | -
met1 | 165 | 393
met2 | 9 | 681
met3 | 3 | 108
met4 | 0 | 22
met5 | - | 0
[cells in the final DEF (no fill, tap or decap)]
cell type	n
sky130_fd_sc_hd__dlygate4sd2_1	1
sky130_fd_sc_hd__mux2i_1	8
sky130_fd_sc_hd__buf_12	1
sky130_fd_sc_hd__clkbuf_8	3
sky130_fd_sc_hd__nand2_1	8
sky130_fd_sc_hd__clkdlybuf4s15_1	1
sky130_fd_sc_hd__clkdlybuf4s50_1	10
sky130_fd_sc_hd__clkbuf_2	4
sky130_fd_sc_hd__inv_1	1
sky130_fd_sc_hd__buf_2	3
sky130_fd_sc_hd__o21ai_1	8
sky130_fd_sc_hd__buf_4	9
sky130_fd_sc_hd__dfrtp_1	8
sky130_fd_sc_hd__buf_6	1
[per-stage QoR]
stage          hold WS [ns]  utilization  power (mW)
2_1_floorplan        0.0157            -       0.449
6_report              0.225        0.192       0.982
3_3_place_gp          0.465        0.190       0.640
5_1_grt               0.250        0.192        1.04
3_5_place_dp          0.462        0.190       0.642
4_1_cts               0.229        0.199        1.01
[repair_timing]
item | in CTS | in global routing
setup endpoints to repair | 9 | 5
pin swaps | 0 | 1
resized | 22 | 4
buffers inserted | 1 | 0
cloned | 0 | 0
Power figures rest on the tool's default switching activity, not on a simulated workload.
