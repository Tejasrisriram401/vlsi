==> design.v <==
module GrayCoder (
    input  wire       clk,
    input  wire       rst,
    input  wire [3:0] bin_in,
    input  wire       valid,
    output reg  [3:0] gray_out
);
    always @(posedge clk or posedge rst) begin
        if (rst)
            gray_out <= 0;
        else if (valid)
            gray_out <= bin_in ^ (bin_in >> 1);
    end
endmodule
==> run.sh <==
#!/bin/bash
# OpenROAD 26Q1-2900-gdf79404cd8, Yosys 0.63+post, stock flow scripts
make -C /OpenROAD-flow-scripts/flow DESIGN_CONFIG=/design/flow/config.mk WORK_HOME=/design/flow/orfs finish
==> config.mk <==
export PLATFORM = sky130hd
export DESIGN_NAME = GrayCoder
export DESIGN_NICKNAME = GrayCoder
export VERILOG_FILES = /design/flow/design.v
export SDC_FILE = /design/flow/constraint.sdc
export NUM_CORES = 4
export LEC_CHECK = 1
export CORE_AREA = 10 10 70 70
export DIE_AREA = 0 0 80 80
==> constraint.sdc <==
current_design GrayCoder

set clk_period 1.5
set clk_io_pct 0.2

create_clock -name clk0 -period $clk_period [get_ports {clk}]

set non_clock_inputs [all_inputs -no_clocks]
set_input_delay [expr $clk_period * $clk_io_pct] -clock clk0 $non_clock_inputs
set_output_delay [expr $clk_period * $clk_io_pct] -clock clk0 [all_outputs]
==> results.yml <==
# flow metrics
floorplanning:
  die_height_um: 80
  fp-utilization_pct: 5.02
  die_w_um: 80
  io_pins: 11
  rows: 21
  design.die.area_um2: 6400
  core_region_area_um2: 3420
timing:
  slew_viol_final: 0
  setup_viol: 0
  min_period_ns: 1.37
  relSlewSlack_pct: 88.8
  rsz0062_at_grt: "false"
  finalSetupTns_ns: 0
  skew_ns: 0
  worst_slew_pin_slew_ns: 0.168
  hold_violations: 0
  fmax_mhz: 733
  fin_crit_sh_pct: 91.0
power:
  ir_worst_vdd_v: 0.000421
  switching_share_pct: 22.4
  power_switching_mw: 0.0748
  power.density_nw_per_um2: 931
  power_frac_comb_pct: 20.4
  leakagePower_nw: 0.133
  seqPwrFrac_pct: 38.5
  p_int_mw: 0.260
  pwr-share-clk_pct: 41.1
critical_path:
  start_kind: "flop"
  r2r-end: "gray_out[3]$_DFFE_PP0P_"
  end_kind: "primary output"
  r2r_slack_ns: 0.74
  path_max_fanout: 2
  cp_slowest_cell: "clkdlybuf4s50_1"
  worstPathArrival_ns: 1.07
  r2r_start: "gray_out[3]$_DFFE_PP0P_"
  path_class: "reg -> out"
  critical-path-top-delay-family: "buffers and inverters"
  required_ns: 1.20
  cp_cell_sequence: "clkdlybuf4s50_1"
  ff2ff_path_depth: 1
  slowest_delay_ns: 0.48
  path_buffers: 1
route:
  via_per_inst: 2.12
  antennaDiodeCount: 0
  drc: 0
  final_antenna_net_count: 0
  vias: 159
  drt_iter0_drc: 6
  detail_route.wl_per_cell_um: 8.19
  firstDrtPassIters: 4
  wl_um: 614
cells_and_area:
  fillCellCount: 404
  drive_gt1_share_pct: 17.2
  largest_register_ffs: 4
  regMostFlops: "gray_out"
  post-route-util_pct: 10.5
  design_area_um2: 359
  area_growth_pct: 109
  reg_top3: "gray_out: 4 flops"
synthesis:
  top_area_cell: "dfrtp_1"
  ys_warn_count: 1
  ys_ff: 4
  synth_cell_types: 6
  top_cells_by_count: "dfrtp_1, a21oi_1, nor2_1, xnor2_1"
  ff_type: "dfrtp_1"
  synth-edff-count: 0
  ys_top_cells_by_area: "dfrtp_1, xnor2_1, a21oi_1"
  yosys_area_um2: 171
  synth_top_area_share_pct: 58.4
  most_common_cell: "dfrtp_1"
  ys_cells: 15
  syn_area_um2: 171
  syn_inst: 15
  postSynthSeqShare_pct: 58.4
  synthArstFlopShare_pct: 100
  syn-mean-instance-area_um2: 11.4
grt:
  busiest_layer: "met1"
  grtUsageTotal_pct: 2.09
  grt_pass1_wl_um: 931
  globalRouteOverflowTotal: 0
  grtUsageMet1_pct: 3.67
  first_global_vias: 170
  grt_use_met3_pct: 2.39
  grt_use_met2_pct: 1.04
  grt_start_max_net_pins: 7
  antenna_found_initial: 0
clock_network:
  ctsResizeCount: 0
  numCtsBuffers: 3
  ctsHoldBuffers: 0
  cts_buffer_depth: 2
  clock_latency_ns: 0.24
  clk_pin_slew_worst_paths_ns: 0.04
  tritoncts: "done"
  cts.sinks: 4
  cts_setup_buffers: 0
  htreeDepth: 1
  ctsRootBufferMaster: "clkbuf_4"
job:
  warnings: 25
  drv_cap: 0
place:
  port_buffers: 10
  dpl_cell_area_um2: 337
  gp_congestion: 0.695
  dp_hpwl_um: 493
worst_hold_path:
  hold_path_class: "in -> async"
run_status:
  run_status: "finished clean"
[layout make-up]
| cell class | count | area, µm² | share of cell area, % |
|---|---|---|---|
| Clock buffer | 3 | 22.5 | 6.27 |
| Inverter | 1 | 3.75 | 1.05 |
| Multi-Input combinational cell | 10 | 67.6 | 18.8 |
| Sequential cell | 4 | 100 | 27.9 |
| Tap cell | 46 | 57.6 | 16.0 |
| Timing Repair Buffer | 11 | 108 | 30.0 |
[stage by stage]
| stage | power, mW | cells | worst slack [ns] | hold WS [ns] |
|---|---|---|---|---|
| 2_1_floorplan | 0.145 | 15 | 0.789 | 0.0661 |
| 3_3_place_gp | 0.197 | 72 | 0.279 | 0.493 |
| 3_5_place_dp | 0.199 | 72 | 0.262 | 0.511 |
| 4_1_cts | 0.341 | 75 | 0.113 | 0.247 |
| 5_1_grt | 0.359 | 75 | 0.0767 | 0.252 |
| 6_report | 0.334 | 75 | 0.135 | 0.247 |
[routing by layer]
| layer | vias to the layer above | wire [µm] |
|---|---|---|
| met5 | - | 0 |
| met1 | 66 | 412 |
| met2 | 15 | 108 |
| met4 | 0 | 6 |
| li1 | 76 | - |
| met3 | 2 | 86 |
[logic make-up (layout without fill, tap and decap cells)]
family | count (synthesis) | after routing | synth area share (%)
buf+inv | 1 | 15 | 2.19
compound gates | 3 | 3 | 8.76
xor+xnor | 3 | 3 | 15.3
mux | 1 | 1 | 8.76
simple gates | 3 | 3 | 6.57
flops | 4 | 4 | 58.4
[how the worst max path moves through the flow]
stage,startpoint,to,depth (start not counted)
4_1_cts,gray_out[2]$_DFFE_PP0P_,gray_out[2],1
5_1_grt,gray_out[2]$_DFFE_PP0P_,gray_out[2],1
6_report,gray_out[2]$_DFFE_PP0P_,gray_out[2],1
[cell usage in the layout, fill, tap and decap left out, drive strengths merged]
| cell type | count |
|---|---|
| a21oi | 3 |
| xnor2 | 3 |
| inv | 1 |
| mux2 | 1 |
| dfrtp | 4 |
| buf | 1 |
| clkbuf | 3 |
| nor2 | 3 |
| clkdlybuf4s50 | 10 |
[power by group through the flow]
stage / Combinational [mW] / Clock, mW / Sequential [mW]
CTS: 0.0698 / 0.142 / 0.129
global route: 0.0748 / 0.153 / 0.131
finish: 0.0681 / 0.138 / 0.129
Power is estimated from default activity; no workload was simulated.
